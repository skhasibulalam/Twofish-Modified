--- design/flow/run.sh ---
#!/bin/bash
# OpenROAD 26Q1-2900-gdf79404cd8, Yosys 0.63+post, stock flow scripts
make -C /OpenROAD-flow-scripts/flow DESIGN_CONFIG=/design/flow/config.mk WORK_HOME=/design/flow/orfs finish
--- design/flow/config.mk ---
export PLATFORM = sky130hd
export DESIGN_NAME = decralp
export DESIGN_NICKNAME = decralp
export VERILOG_FILES = /design/flow/design.v
export SDC_FILE = /design/flow/constraint.sdc
export NUM_CORES = 4
export LEC_CHECK = 1
export CORE_UTILIZATION = 30
--- design/flow/constraint.sdc ---
current_design decralp

set clk_period 10.3
set clk_io_pct 0.2

create_clock -name clk0 -period $clk_period [get_ports {clk}]

set non_clock_inputs [all_inputs -no_clocks]
set_input_delay [expr $clk_period * $clk_io_pct] -clock clk0 $non_clock_inputs
set_output_delay [expr $clk_period * $clk_io_pct] -clock clk0 [all_outputs]
--- design/flow/design.v ---
module decralp (
	input [7:0] in1, in2, in3, in4,
	input clk,
	input [255:0] key,
	input [3:0] r,
	output reg [7:0] out1, out2, out3, out4);
genvar k;
wire [7:0] imd5[0:3];
generate
	for (k=0; k<8; k=k+1)
	begin
		xor(imd5[0][k], in1[k], key[k+224-8*r]);
		xor(imd5[1][k], in2[k], key[k+232-8*r]);
		xor(imd5[2][k], in3[k], key[k+240-8*r]);
		xor(imd5[3][k], in4[k], key[k+248-8*r]);
	end
endgenerate
reg [7:0] imd4[0:3];
always@(posedge clk)
begin
if (r==0||r==8)
	begin
		imd4 [0][7:0]<={imd5 [0][0],imd5 [0][7:1]};
		imd4 [1][7:0]<={imd5 [1][0],imd5 [1][7:1]};
		imd4 [2][7:0]<={imd5 [2][0],imd5 [2][7:1]};
		imd4 [3][7:0]<={imd5 [3][0],imd5 [3][7:1]};
	end
else if (r==1||r==9)
	begin
		imd4 [0][7:0]<={imd5 [0][1:0],imd5 [0][7:2]};
		imd4 [1][7:0]<={imd5 [1][1:0],imd5 [1][7:2]};
		imd4 [2][7:0]<={imd5 [2][1:0],imd5 [2][7:2]};
		imd4 [3][7:0]<={imd5 [3][1:0],imd5 [3][7:2]};
	end
else if (r==2||r==10)
	begin
		imd4 [0][7:0]<={imd5 [0][2:0],imd5 [0][7:3]};
		imd4 [1][7:0]<={imd5 [1][2:0],imd5 [1][7:3]};
		imd4 [2][7:0]<={imd5 [2][2:0],imd5 [2][7:3]};
		imd4 [3][7:0]<={imd5 [3][2:0],imd5 [3][7:3]};
	end
else if (r==3||r==11)
	begin
		imd4 [0][7:0]<={imd5 [0][3:0],imd5 [0][7:4]};
		imd4 [1][7:0]<={imd5 [1][3:0],imd5 [1][7:4]};
		imd4 [2][7:0]<={imd5 [2][3:0],imd5 [2][7:4]};
		imd4 [3][7:0]<={imd5 [3][3:0],imd5 [3][7:4]};
	end
else if (r==4||r==12)
	begin
		imd4 [0][7:0]<={imd5 [0][4:0],imd5 [0][7:5]};
		imd4 [1][7:0]<={imd5 [1][4:0],imd5 [1][7:5]};
		imd4 [2][7:0]<={imd5 [2][4:0],imd5 [2][7:5]};
		imd4 [3][7:0]<={imd5 [3][4:0],imd5 [3][7:5]};
	end
else if (r==5||r==13)
	begin
		imd4 [0][7:0]<={imd5 [0][5:0],imd5 [0][7:6]};
		imd4 [1][7:0]<={imd5 [1][5:0],imd5 [1][7:6]};
		imd4 [2][7:0]<={imd5 [2][5:0],imd5 [2][7:6]};
		imd4 [3][7:0]<={imd5 [3][5:0],imd5 [3][7:6]};
	end
else if (r==6||r==14)
	begin
		imd4 [0][7:0]<={imd5 [0][6:0],imd5 [0][7]};
		imd4 [1][7:0]<={imd5 [1][6:0],imd5 [1][7]};
		imd4 [2][7:0]<={imd5 [2][6:0],imd5 [2][7]};
		imd4 [3][7:0]<={imd5 [3][6:0],imd5 [3][7]};
	end
else
	begin
		imd4 [0][7:0]<=imd5 [0][7:0];
		imd4 [1][7:0]<=imd5 [1][7:0];
		imd4 [2][7:0]<=imd5 [2][7:0];
		imd4 [3][7:0]<=imd5 [3][7:0];
	end
end
wire [7:0] a1, a2, a3, a4;
wire [7:0] b1, b2, b3, b4;
wire [7:0] x1, x2, x3, x4;
reg [7:0] y1, y2, y3, y4;
wire [7:0] z1, z2, z3, z4;
assign a1 = imd4 [0];
assign a2 = imd4 [1];
assign a3 = imd4 [2];
assign a4 = imd4 [3];
assign x1=a1<<1;
assign x2=a2<<1;
assign x3=a3<<1;
assign x4=a4<<1;
always@(posedge clk)
begin
	if (a1[7]==1)
	begin
	y1=(x1^8'h1B);
	end
	else
	begin
	y1=x1;
	end
	if (a2[7]==1)
	begin
	y2=(x2^8'h1B);
	end
	else
	begin
	y2=x2;
	end
	if (a3[7]==1)
	begin
	y3=(x3^8'h1B);
	end
	else
	begin
	y3=x3;
	end
	if (a4[7]==1)
	begin
	y4=(x4^8'h1B);
	end
	else
	begin
	y4=x4;
	end
end
assign z1=(y1^a1);
assign z2=(y2^a2);
assign z3=(y3^a3);
assign z4=(y4^a4);
wire [7:0] p1, p2, p3, p4;
reg [7:0] q1, q2, q3, q4;
wire [7:0] r1, r2, r3, r4;
assign p1=y1<<1;
assign p2=y2<<1;
assign p3=y3<<1;
assign p4=y4<<1;
always@(posedge clk)
begin
	if (y1[7]==1)
	begin
	q1=(p1^8'h1B);
	end
	else
	begin
	q1=p1;
	end
	if (y2[7]==1)
	begin
	q2=(p2^8'h1B);
	end
	else
	begin
	q2=p2;
	end
	if (y3[7]==1)
	begin
	q3=(p3^8'h1B);
	end
	else
	begin
	q3=p3;
	end
	if (y4[7]==1)
	begin
	q4=(p4^8'h1B);
	end
	else
	begin
	q4=p4;
	end
end
assign r1=(q1^a1);
assign r2=(q2^a2);
assign r3=(q3^a3);
assign r4=(q4^a4);
wire [7:0] s1, s2, s3, s4;
reg [7:0] t1, t2, t3, t4;
wire [7:0] u1, u2, u3, u4;
assign s1=q1<<1;
assign s2=q2<<1;
assign s3=q3<<1;
assign s4=q4<<1;
always@(posedge clk)
begin
	if (q1[7]==1)
	begin
	t1=(s1^8'h1B);
	end
	else
	begin
	t1=s1;
	end
	if (q2[7]==1)
	begin
	t2=(s2^8'h1B);
	end
	else
	begin
	t2=s2;
	end
	if (q3[7]==1)
	begin
	t3=(s3^8'h1B);
	end
	else
	begin
	t3=s3;
	end
	if (q4[7]==1)
	begin
	t4=(s4^8'h1B);
	end
	else
	begin
	t4=s4;
	end
end
assign u1=(t1^a1);
assign u2=(t2^a2);
assign u3=(t3^a3);
assign u4=(t4^a4);
wire [7:0] d1, d2, d3, d4;
reg [7:0] e1, e2, e3, e4;
wire [7:0] f1, f2, f3, f4;
assign d1=r1<<1;
assign d2=r2<<1;
assign d3=r3<<1;
assign d4=r4<<1;
always@(posedge clk)
begin
	if (r1[7]==1)
	begin
	e1=(d1^8'h1B);
	end
	else
	begin
	e1=d1;
	end
	if (r2[7]==1)
	begin
	e2=(d2^8'h1B);
	end
	else
	begin
	e2=d2;
	end
	if (r3[7]==1)
	begin
	e3=(d3^8'h1B);
	end
	else
	begin
	e3=d3;
	end
	if (r4[7]==1)
	begin
	e4=(d4^8'h1B);
	end
	else
	begin
	e4=d4;
	end
end
assign f1=(e1^a1);
assign f2=(e2^a2);
assign f3=(e3^a3);
assign f4=(e4^a4);
wire [7:0] g1, g2, g3, g4;
reg [7:0] h1, h2, h3, h4;
wire [7:0] i1, i2, i3, i4;
assign g1=z1<<1;
assign g2=z2<<1;
assign g3=z3<<1;
assign g4=z4<<1;
always@(posedge clk)
begin
	if (z1[7]==1)
	begin
	h1=(g1^8'h1B);
	end
	else
	begin
	h1=g1;
	end
	if (z2[7]==1)
	begin
	h2=(g2^8'h1B);
	end
	else
	begin
	h2=g2;
	end
	if (z3[7]==1)
	begin
	h3=(g3^8'h1B);
	end
	else
	begin
	h3=g3;
	end
	if (z4[7]==1)
	begin
	h4=(g4^8'h1B);
	end
	else
	begin
	h4=g4;
	end
end
assign i1=(h1^a1);
assign i2=(h2^a2);
assign i3=(h3^a3);
assign i4=(h4^a4);
wire [7:0] j1, j2, j3, j4;
reg [7:0] k1, k2, k3, k4;
wire [7:0] l1, l2, l3, l4;
assign j1=h1<<1;
assign j2=h2<<1;
assign j3=h3<<1;
assign j4=h4<<1;
always@(posedge clk)
begin
	if (h1[7]==1)
	begin
	k1=(j1^8'h1B);
	end
	else
	begin
	k1=j1;
	end
	if (h2[7]==1)
	begin
	k2=(j2^8'h1B);
	end
	else
	begin
	k2=j2;
	end
	if (h3[7]==1)
	begin
	k3=(j3^8'h1B);
	end
	else
	begin
	k3=j3;
	end
	if (h4[7]==1)
	begin
	k4=(j4^8'h1B);
	end
	else
	begin
	k4=j4;
	end
end
assign l1=(k1^a1);
assign l2=(k2^a2);
assign l3=(k3^a3);
assign l4=(k4^a4);
wire [7:0] m1, m2, m3, m4;
reg [7:0] n1, n2, n3, n4;
assign m1=i1<<1;
assign m2=i2<<1;
assign m3=i3<<1;
assign m4=i4<<1;
always@(posedge clk)
begin
	if (i1[7]==1)
	begin
	n1=(m1^8'h1B);
	end
	else
	begin
	n1=m1;
	end
	if (i2[7]==1)
	begin
	n2=(m2^8'h1B);
	end
	else
	begin
	n2=m2;
	end
	if (i3[7]==1)
	begin
	n3=(m3^8'h1B);
	end
	else
	begin
	n3=m3;
	end
	if (i4[7]==1)
	begin
	n4=(m4^8'h1B);
	end
	else
	begin
	n4=m4;
	end
end
assign b1=(n1^f2^l3^u4);
assign b2=(u1^n2^f3^l4);
assign b3=(l1^u2^n3^f4);
assign b4=(f1^l2^u3^n4);
wire [7:0] bimd4[0:3];
assign bimd4 [0] = b1;
assign bimd4 [1] = b2;
assign bimd4 [2] = b3;
assign bimd4 [3] = b4;
wire [3:0] imd3[0:7];
generate
	for (k=0; k<4; k=k+1)
	begin
		assign imd3 [4][k] = bimd4 [0][k];
		assign imd3 [5][k] = bimd4 [0][k+4];
		assign imd3 [6][k] = bimd4 [1][k];
		assign imd3 [7][k] = bimd4 [1][k+4];
		assign imd3 [0][k] = bimd4 [2][k];
		assign imd3 [1][k] = bimd4 [2][k+4];
		assign imd3 [2][k] = bimd4 [3][k];
		assign imd3 [3][k] = bimd4 [3][k+4];
	end
endgenerate
wire [63:0] sbox[0:3];
assign sbox[0]=64'h0123456789ABCDEF;
assign sbox[1]=64'h543210EDCBA9876F;
assign sbox[2]=64'hBA9EDC601572438F;
assign sbox[3]=64'hEDC01245B3A6987F;
wire [3:0] imd2[0:7];
generate
	for (k=0; k<8; k=k+1)
	begin
		assign imd2 [k][0] = sbox [ {key[8*(r+2*k)+1],key[8*(r+2*k)]} ] [4*imd3 [k]];
		assign imd2 [k][1] = sbox [ {key[8*(r+2*k)+1],key[8*(r+2*k)]} ] [4*imd3 [k]+1];
		assign imd2 [k][2] = sbox [ {key[8*(r+2*k)+1],key[8*(r+2*k)]} ] [4*imd3 [k]+2];
		assign imd2 [k][3] = sbox [ {key[8*(r+2*k)+1],key[8*(r+2*k)]} ] [4*imd3 [k]+3];
	end
endgenerate
wire [7:0] splimd1[0:3];
generate
	for (k=0; k<4; k=k+1)
	begin
		assign splimd1 [0][k]	= imd2 [0][k];
		assign splimd1 [0][k+4] = imd2 [1][k];
		assign splimd1 [1][k]	= imd2 [2][k];
		assign splimd1 [1][k+4] = imd2 [3][k];
		assign splimd1 [2][k]	= imd2 [4][k];
		assign splimd1 [2][k+4] = imd2 [5][k];
		assign splimd1 [3][k]	= imd2 [6][k];
		assign splimd1 [3][k+4] = imd2 [7][k];
	end
endgenerate
wire [7:0] imd1[0:3];
generate
	for (k=0; k<8; k=k+1)
	begin
		xor(imd1[0][k], splimd1[0][k], key[k+8*r]);
		xor(imd1[1][k], splimd1[1][k], key[k+8+8*r]);
		xor(imd1[2][k], splimd1[2][k], key[k+16+8*r]);
		xor(imd1[3][k], splimd1[3][k], key[k+24+8*r]);
	end
endgenerate
always@(posedge clk)
begin
	out1=imd1[0];
	out2=imd1[1];
	out3=imd1[2];
	out4=imd1[3];
end
endmodule
==> flow_summary.ini <==
; physical design summary
[status]
status = complete, no violations

[final_timing]
skew_ps = 39.33
hold_viol_final = 0
tightest_slew_ps = 943.5
fmax_ghz = 0.1550
finalMaxSlewViolations = 0
finalCritPeriodShare = 0.6264
slew_headroom = 0.3687
finalSetupViolCount = 0
fin_setup_tns_ps = 0
grt_setup_unrepaired = false
period_needed_ps = 6452

[setup_path]
startpoint_type = primary input
worstRegToRegCells = 8
rrSetupSlack_ps = 7090
crit_type = in -> reg
worstPathArrival_ps = 6880
r2r_end = out4[2]$_DFF_P_
critPathCaptureType = flip-flop
slowest_stage = mux4_1
r2r-start = imd4[2][1]$_DFF_P_
cp.required_ps = 10730
path_cells = buf_4 > buf_4 > buf_4 > ha_2 > buf_4 > mux4_1 > mux2_2 > a222oi_1 > xor2_1 > nand2_1 > o211ai_1 > a311oi_1 > a21oi_1 > a21oi_1
crit_path_max_fanout = 52
slowest_delay_ps = 630
path_common_cell = buf_4

[yosys]
syn_area_sq_um = 26760
avgSynthCellArea_sq_um = 9.665
yosys_warnings = 2
edf_count = 0
synth_cell_type_count = 88
ys_cells = 2769
synthFlopType = dfxtp_1
async_reset_ff_frac = 0
ys_area_sq_um = 26760
synthCells = 2769
ys_seq_share = 0.2154
ys_ff = 288

[job]
warnings = 82
cap_violations = 0

[place]
gp_congestion = 1.008
port_buffers = 324
place_area_sq_um = 30990
place_inst = 4118
hpwl_microns = 81290

[final_layout]
instances_no_fill = 4183
fill_cells = 8762
seqCellArea_sq_um = 5766
drive_gt1_frac = 0.1682
stdcell_area_sq_um = 32080
final_util = 0.3630
regMostFlops = imd4
largest_reg_flops = 32
final-comb-area_sq_um = 19750
area_growth_pct = 19.87

[drt]
drtPass1Iterations = 8
drt-initial-drc-count = 2288
num_vias = 24197
vias_per_cell = 5.785
drt-total-wl_microns = 105200
postRouteAntennaNets = 0
drc = 0
wire_per_inst_microns = 25.15

[global_route]
antenna_found_initial = 24
grt_max_degree = 111
first_global_vias = 22962
grt_use_total = 0.2370
overflow = 0
grt_pass1_wl_microns = 154700

[cts]
worstSkewPairLatency_ps = 600
cts.repair.resized = 0
cts.sinks = 288
htree_levels = 1
path_clk_slew_ps = 60
postCtsHoldBufs = 0
cts-root-buf = clkbuf_16
postCtsSetupBuffers = 0
cts_tree = done
cts_max_path_buffers = 3
cts_buffers = 31

[min_path]
hold_depth = 0
hold_path_startpoint = q2[4]$_DFF_P_
holdPathEnd = t2[5]$_DFF_P_
hp-class = reg -> reg

[power_and_ir_drop]
internal-power_w = 0.006523
clkPwrFrac = 0.091
p_seq_frac = 0.163
p_per_area_nw_per_um2 = 396.0
leakage_nw = 11.90
vdd.ir_drop.worst_mv = 0.3474
switching_share = 0.4866
p_switching_w = 0.006182
combinationalPowerShare = 0.746
total_power_w = 0.01270

[floorplanning]
ios = 325
die_y_microns = 300.7
fp-row-count = 109
die-area_sq_um = 90410
die_w_microns = 300.7
coreArea_sq_um = 88370
fp_util = 0.3028
-- area by class of cell --
cell class | count | share of cell area
tap | 1165 | 0.04544
inverter | 43 | 0.005070
sequential | 288 | 0.1797
timing repair buffer | 402 | 0.1203
clock buffer | 42 | 0.02765
clock inverter | 13 | 0.005460
multi-input combinational | 2220 | 0.6156
antenna | 10 | 0.0007801
-- routing by layer --
metal	wire, microns	track usage	up-vias
met2	45210	0.3379	1434
li1	-	-	10879
met1	41320	0.3191	11696
met5	163	0.004762	-
met4	3974	0.07578	20
met3	14510	0.1148	168
-- how the worst max path moves through the flow --
stage,start,end
4_1_cts,r[2],imd4[1][6]$_DFF_P_
6_report,r[2],imd4[1][6]$_DFF_P_
5_1_grt,r[2],imd4[1][6]$_DFF_P_
-- power groups by stage --
stage     clock (W)  combinational (W)  sequential, W
5_1_grt     0.00122             0.0104        0.00212
4_1_cts     0.00118            0.00950        0.00207
6_report    0.00115            0.00948        0.00207
-- cells in the mapped netlist (all sizes together) (6+ instances only) --
library cell,instances,share of area
a22o,7,0.0023
a31oi,27,0.0065
buf,101,0.025
nand2,256,0.036
a21oi,178,0.033
and3,13,0.0030
clkbuf,117,0.016
a21o,7,0.0020
a221oi,33,0.011
o22ai,53,0.012
mux4,267,0.22
nand3,28,0.0052
o211ai,36,0.010
a211oi,33,0.0098
ha,64,0.030
inv,40,0.0056
a311oi,10,0.0033
a211o,6,0.0020
a22oi,22,0.0062
nand2b,20,0.0047
a221o,7,0.0026
nand4,6,0.0014
nor2b,10,0.0023
mux2i,154,0.058
o21a,12,0.0034
o221ai,40,0.013
nor2,184,0.026
xnor2,181,0.060
o21ai,122,0.023
xor2,220,0.073
and2,14,0.0033
dfxtp,288,0.22
mux2,75,0.032
nor3,39,0.0077
or3,11,0.0026
-- cells by family after synthesis --
family | synth area share
DFF | 0.2154
and+or+nand+nor | 0.09907
buffers and inverters | 0.04769
muxes | 0.3141
adders and majority gates | 0.02992
AOI/OAI and AO/OA | 0.1611
xor gates and xnor gates | 0.1326
-- per-stage QoR --
| stage | setup slack [ps] | hold WS (ps) |
|---|---|---|
| after floorplan | 4590 | 329.0 |
| final | 3848 | 341.6 |
| after CTS | 3961 | 355.3 |
| after global routing | 3719 | 358.1 |
| after global placement | 3369 | 350.8 |
| after detailed placement | 3364 | 353.1 |
-- worst max-delay path, delay by kind of cell --
family	cells	cell delay, ps
AOI/OAI and AO/OA	5	1050
xor gates and xnor gates	1	630
adders and majority gates	1	250
buffers and inverters	4	1800
muxes	2	910
and+or+nand+nor	1	120
-- placed cells by master, fill, tap and decap left out, drive strengths merged, types with 53 or more instances in the layout --
cell type,synthesis,routed
clkdlybuf4s50,0,320
nor2,184,184
mux2,75,75
o22ai,53,53
mux2i,154,154
o21ai,122,122
a21oi,178,178
ha,64,64
nand2,256,256
buf,101,82
mux4,267,267
dfxtp,288,288
xnor2,181,181
xor2,220,220
Power is estimated from default activity; no workload was simulated.
